$ cat design/flow/config.mk
export PLATFORM = sky130hd
export DESIGN_NAME = cs151_processor
export DESIGN_NICKNAME = cs151_processor
export VERILOG_FILES = /design/flow/design.v
export SDC_FILE = /design/flow/constraint.sdc
export NUM_CORES = 4
export LEC_CHECK = 1
export CORE_UTILIZATION = 50
$ cat design/flow/constraint.sdc
current_design cs151_processor

set clk_period 5.4
set clk_io_pct 0.2

create_clock -name clk0 -period $clk_period [get_ports {clk}]

set non_clock_inputs [all_inputs -no_clocks]
set_input_delay [expr $clk_period * $clk_io_pct] -clock clk0 $non_clock_inputs
set_output_delay [expr $clk_period * $clk_io_pct] -clock clk0 [all_outputs]
$ cat design/flow/design.v
`timescale 1ns / 1ps
module Adder(
    input wire [5:0] preInst,
    output reg [5:0] postInst
);
   initial begin
   postInst=6'd0;
   end
    always@(preInst)
    begin
        postInst <= preInst + 1;
    end
endmodule
module PC(
    input wire clk,
    input wire [5:0] pre,
    output reg [5:0] post
);
    always @ (posedge clk)
    begin
        post <= pre;
    end
endmodule
module inst_mem(
    input wire [5:0] addr,
    output reg [31:0] readData
);
    reg [31:0] regMem [0:63];
    always@(addr)
    begin
        readData <= regMem[addr];
    end
	initial begin
	regMem[0]=32'h80088014;
	regMem[1]=32'h8010800F;
	regMem[2]=32'h80188004;
	regMem[3]=32'h00000000; 
	regMem[4]=32'h04208200;
	regMem[5]=32'h80290014;
	regMem[6]=32'h02310200;
	regMem[7]=32'h8A42AAAA;
	regMem[8]=32'h04128200;
	regMem[9]=32'h00000000; 
	regMem[10]=32'h084b8000;
	regMem[11]=32'h844B0001;
	regMem[12]=32'h844C8002;
	regMem[13]=32'h12158000;
	regMem[14]=32'h00338000;
	regMem[15]=32'h80088002;
	regMem[16]=32'h840C801E;
	regMem[17]=32'h00000000; 
	regMem[18]=32'h0c388200;
	regMem[19]=32'h0c308c00;
	regMem[20]=32'h00000000; 
	regMem[21]=32'h06230A00; 
	regMem[22]=32'h10240400;
	regMem[23]=32'h88242AAA; 
	regMem[24]=32'h80558006;
	regMem[25]=32'h80158004;
	regMem[26]=32'h04548000;
	regMem[27]=32'h00000000;
	regMem[28]=32'h00000000;
	regMem[29]=32'h00000000;
	regMem[30]=32'h00000000;
	regMem[31]=32'h00000000;
	regMem[32]=32'h00000000;
	regMem[33]=32'h00000000;
	regMem[34]=32'h00000000;
	regMem[35]=32'h00000000;
	regMem[36]=32'h00000000;
	regMem[37]=32'h00000000;
	regMem[38]=32'h00000000;
	regMem[39]=32'h00000000;
	regMem[40]=32'h00000000;
	regMem[41]=32'h00000000;
	regMem[42]=32'h00000000;
	regMem[43]=32'h00000000;
	regMem[44]=32'h00000000;
	regMem[45]=32'h00000000;
	regMem[46]=32'h00000000;
	regMem[47]=32'h00000000;
	regMem[48]=32'h00000000;
	regMem[49]=32'h00000000;
	regMem[50]=32'h00000000;
	regMem[51]=32'h00000000;
	regMem[52]=32'h00000000;
	regMem[53]=32'h00000000;
	regMem[54]=32'h00000000;
	regMem[55]=32'h00000000;
	regMem[56]=32'h00000000;
	regMem[57]=32'h00000000;
	regMem[58]=32'h00000000;
	regMem[59]=32'h00000000;
	regMem[60]=32'h00000000;
	regMem[61]=32'h00000000;
	regMem[62]=32'h00000000;
	regMem[63]=32'h00000000;
	end
endmodule
module RegisterFile(
    input wire clk,
    input wire [5:0] RA1,
    input wire [5:0] RA2,
    input wire 		 RE1,
    input wire 		 RE2,
    input wire [5:0] WA,
    input wire [31:0] WD,
    input wire WE1,
    output wire [31:0] RD1,
    output wire [31:0] RD2
);
    reg [31:0] regFile [0:63];
	integer i;
	initial begin
	for(i=0;i<=63;i=i+1)
	regFile[i]=0;
	end
    always @ (posedge clk)
    begin
        if(WE1)
            regFile[WA] <= WD;
    end
assign  RD1 = regFile[RA1];
assign  RD2 = regFile[RA2];
endmodule
module ALU32bit(
    input wire [31:0] a,
    input wire [31:0] b,
    input wire [3:0] ALUopsel,
    input wire Iinstr,
    output reg [31:0] res,
    output reg overflow,
    output reg eq,
    output reg carry
);
   initial begin
   res=32'd0;
   overflow=1'd0;
   eq=1'd0;
   carry=1'd0;
   end
    always @(*)
    begin
        case (ALUopsel)
        4'b0000:    begin 
					res <= 0;
					overflow <= 1'b0;
					carry <= 1'b0;
					eq <= 1'b0;
					end
        4'b0001:    begin    
                        res <= a + b;
                        if (!res[31] && (a[31] || b[31])) begin
                            overflow <= 1'b1;
                            eq <= 1'bz;
                            carry <= 1'b1;
							end
                        else if(res[31] && (a[31] && b[31])) begin
                            overflow <= 1'b0;
                            eq <= 1'bz;
                            carry <= 1'b1;	
                        end							
                        else begin
                            overflow <= 1'b0;
                            eq <= 1'bz;
                            carry <= 1'b0;
                        end
                    end
        4'b0010:    begin    
                        if (a == b) begin
                            res <= 0;
                            overflow <= 1'b0;
                            eq <= 1'b1;
                            carry <= 1'b0;
                        end else begin
                            res <= a - b;
                            if (res > a && res > b) begin
                                overflow <= 1'b1;
                                eq <= 1'b0;
                                carry <= !a[31];
                            end else begin
                                overflow <= 1'b0;
                                eq <= 1'b0;
                                carry <= 1'b0;
                            end
                        end
                    end
        4'b0101:    begin     
                        res <= a & b;
                        overflow <= 1'bz;
                        eq <= 1'bz;
                        carry <= 1'bz;
                    end
        4'b0110:    begin     
                        res <= a | b;
                        overflow <= 1'bz;
                        eq <= 1'bz;
                        carry <= 1'bz;
                    end
        4'b0111:    begin        
                        res <= ~a;
                        overflow <= 1'bz;
                        eq <= 1'bz;
                        carry <= 1'bz;
                    end
        4'b1000:    begin        
                        if (a == b) begin
                            res <= 0;
                            overflow <= 1'bz;
                            eq <= 1'b1;
                            carry <= 1'bz;
                        end else begin
                            res <= a ^ b;
                            overflow <= 1'bz;
                            eq <= 1'b0;
                            carry <= 1'bz;
                        end
                    end
        4'b1001:    begin        
                        if (a[31] == 1'b1) begin
                            overflow <= 1'b1;
                            eq <= 1'bz;
                            carry <= 1'bz;
                        end
                        res <= a << b;
                    end
        4'b1011:    res <= (Iinstr) ? b : a;         
        endcase
    end
endmodule
module MUX1(
    input wire [31:0] regData,
    input wire [31:0] iData,
    input wire MUXsel,
    output reg [31:0] out
);
    always @(MUXsel,iData,regData)
    begin
        if (MUXsel == 1'b0)
            out <= regData;
        else
            out <= iData;
    end
endmodule
module sign_extend(
    input wire [14:0] imm,
    output reg [31:0] ext_imm
    );
    initial begin
	ext_imm=32'd0;
	end
    always @ (imm) begin
        ext_imm <= {{17{imm[14]}},imm};
    end
endmodule
module Controller(
    input wire [31:0] instr,
    output reg [3:0] ALUopsel,
    output reg MUXsel1,
    output reg RegWrite,
    output reg RdEn1,
    output reg RdEn2,
    output reg [5:0] rs,
    output reg [5:0] rd,
    output reg [5:0] rt,
    output reg [14:0] imm
);
    always @(instr)
    begin
        if (instr[31]) begin     
            if (instr[18:15] == 4'b1001)
                rs <= instr[24:19];
            else
                rs <= instr[30:25];
            MUXsel1 <= 1'b1;
            RdEn2 <= 0;
            rt <= 0;
            imm <= instr[14:0];
        end else begin
		     if (instr[18:15] == 4'b1001)
				rt <= instr[30:25];	
            else
                rt <= instr[14:9];
		     if (instr[18:15] == 4'b1001)
				rs <= instr[24:19];
            else
                rs <= instr[30:25];			
            MUXsel1 <= 1'b0;
            RdEn2 <= 1;
            imm <= 0;
        end
        rd <= instr[24:19];
        RegWrite <= 1;
        RdEn1 <= 1;
        ALUopsel <= instr[18:15];
    end
endmodule
module cs151_processor(
    input  wire	 clk,
    output wire overflow,
    output wire equal,
    output wire carry
);
    wire [5:0] postPC;
    wire [5:0] prePC;
    wire [31:0] inst;
    wire [5:0] rs, rt, rd;
    wire [14:0] imm;
    wire  MUXsel1, RegWrite;
    wire rsEn, rtEn;
    wire [31:0] OperandA, RD2, ext_imm, OperandB;
    wire [31:0] ALUresult;
	wire [3:0]  ALUopsel;
    PC progCounter(
        .clk (clk),
        .pre (prePC),
        .post (postPC)
    );
    inst_mem InstMem(
        .addr (postPC),
        .readData(inst)
    );
    Adder instAdder(
        .preInst (postPC),
        .postInst (prePC)  
    );
    Controller control(
        .instr(inst),
        .ALUopsel (ALUopsel),
        .MUXsel1 (MUXsel1),
        .RegWrite (RegWrite),
        .rd (rd),
        .RdEn1 (rsEn),
        .rs (rs),
        .RdEn2 (rtEn),
        .rt (rt),
        .imm (imm)
    );
    RegisterFile regfile(
        .clk (clk),
        .RA1 (rs),
        .RE1 (rsEn),
        .RD1 (OperandA),
        .RA2 (rt),
        .RE2 (rtEn),
        .RD2 (RD2),
        .WA (rd),
        .WE1 (RegWrite),
        .WD (ALUresult)
    );
    sign_extend SgnExt(
        .imm (imm),
        .ext_imm (ext_imm)
    );
    MUX1 b_mux(
        .regData (RD2),
        .iData (ext_imm),
        .MUXsel(MUXsel1),
        .out (OperandB)
    );
    ALU32bit ALU(
        .a (OperandA),
        .b (OperandB),
        .res (ALUresult),
        .ALUopsel (ALUopsel),
        .Iinstr (MUXsel1),
        .overflow (overflow),
        .eq (equal),
        .carry (carry)
    );
endmodule
$ cat design/flow/run.sh
#!/bin/bash
# OpenROAD 26Q1-2900-gdf79404cd8, Yosys 0.63+post, stock flow scripts
make -C /OpenROAD-flow-scripts/flow DESIGN_CONFIG=/design/flow/config.mk WORK_HOME=/design/flow/orfs finish
==> CHANGELOG.md <==
### Physical design

* Number of distinct library cells after synthesis at 92
* Clock tree root driver cell: sky130_fd_sc_hd__clkbuf_16
* Placed cell count at 4303
* Setup repair after global routing missed its margin: no
* Reg2Reg Launch Point: progCounter.post[0]$_DFF_P_
* First-pass GRT wire length at 195000 um
* Num CTS Buffers at 56
* Detail Route Antenna Nets at 0
* Worst-margin pin slew at 0.972 ns
* Bufs on Longest Clock Path at 3
* Achievable clock frequency at 0.314 GHz
* Yosys chip area at 0.0353 mm^2
* Worst max-slew margin expressed relative to the limit at 34.5%
* Row cnt at 96
* Number of cells on the worst reg-to-reg path at 7
* Count of endpoints without a timing constraint at 550
* Element type at the critical path start: register
* Syn Std Cell Area at 0.0353 mm^2
* Most frequent cells after synthesis: sky130_fd_sc_hd__nand2_1, sky130_fd_sc_hd__edfxtp_1, sky130_fd_sc_hd__mux2i_1, sky130_fd_sc_hd__nor2_1, sky130_fd_sc_hd__a21oi_1
* Maximum level of the CTS H-tree at 2
* Largest net degree at the start of global routing at 60
* Launch point of the critical path: progCounter.post[0]$_DFF_P_
* Crit end category: register
* Clock tree from TritonCTS: yes
* Primary flip-flop cell chosen by synthesis mapping: sky130_fd_sc_hd__edfxtp_1
* Via total after detailed routing at 29500
* Height of the chip at 268 um
* Initial antenna violation count at 1
* Termination of the worst setup path: control.instr[19]$_SDFF_PP0_
* Number of non-filler instances in the completed layout at 4406
* Post-synth ARST share at 0%
* Max VDD drop at 0.224 mV
* Routed wire per std cell at 30.6 um
* Share of layout cells above drive strength 1 at 8.23%
* Post-route cell area at 0.0379 mm^2
* Outcome: complete, no violations
* Largest fanout on the critical path at 29
* Final-report setup violation count at 0
* Final Cycle Share at 59.1%
* Total Negative Setup Slacks at 0 ns
* Worst Skew at 0.0282 ns
* Boundary Pins at 4
* Post-synthesis cell type with the largest instance count: sky130_fd_sc_hd__nand2_1
* DIE WIDTH at 268 um
* Count of library flops with an enable pin at 512
* Count of filler cells inserted in the layout at 5836
* Post-cts resize count at 0
* End of the worst register-to-register path: control.instr[19]$_SDFF_PP0_
* Synth Register Bits at 575
* Setup slack of the most critical reg-to-reg path at 2.21 ns
* Number of cell instances after yosys synthesis at 3510
* Data arrival, critical path at 3.65 ns
* Min cycle time layout at 3.19 ns
* Final wirelength at 135000 um
* FF/Latch Area at 0.0165 mm^2
* Leakage power summed over all cells at 0.0123 uW
* DR iter-0 viols at 2319
* Tool Warnings at 97
* Die Outline Area at 0.0716 mm^2
* Leftover overflow at the end of global routing at 0
* Global router's overall resource usage at 40.3%
* Register clock-pin slew on the reported worst setup and hold paths at 0.06 ns
* Critical path data required time at 5.86 ns
* Worst-Skew Late Latency at 0.64 ns
* Number of buffers inserted to repair setup after CTS at 0
* Max_cap viols at 0
* Floorplan core area at 0.0692 mm^2
* First drt pass iteration count at 6
* Post-synthesis instance total at 3510
* Share of the synthesized area in the top cell type at 43.6%
* Top cells, area: sky130_fd_sc_hd__edfxtp_1, sky130_fd_sc_hd__mux2i_1, sky130_fd_sc_hd__nand2_1
* Class of the most critical setup path: reg -> reg
* Post-route DRC violation count at 0
* Number of warnings issued by yosys at 26
* Max-slew violation count at 0
* Worst-case hold slack at 0.683 ns
* Half-perimeter wire length after placement at 90100 um
* Count of buffers from port buffering at 3
* Count of unclocked register or latch pins at 35
* Layout area overhead at 7.62%
* Hold crit path type: reg -> reg
* Placed Area at 0.0362 mm^2
* Footprint of the multi-input gates at 0.0174 mm^2
* Number of global-route vias before repair at 29300
* Cell type with the largest total area: sky130_fd_sc_hd__edfxtp_1
* Mean area per synthesized cell at 10.0 um^2
* PwrDens at 220 mW/mm^2
* Core utilization before placement at 51.0%
* Average vias per placed instance at 6.71
* CTS hold repair buffers at 0
* Hold Vio Cnt, Final at 0
* Core occupancy in the finished layout at 54.8%
* Weighted congestion reported at the end of routability-driven placement at 1.01
-- critical path: stages (launching register included) --
cell	delay (ns)
sky130_fd_sc_hd__dfxtp_1	0.58
sky130_fd_sc_hd__ha_1	0.59
sky130_fd_sc_hd__ha_1	0.20
sky130_fd_sc_hd__buf_4	0.29
sky130_fd_sc_hd__clkinv_1	0.42
sky130_fd_sc_hd__o32ai_1	0.37
sky130_fd_sc_hd__a22oi_1	0.13
sky130_fd_sc_hd__a211oi_1	0.44
-- placed cells by master, fill, tap and decap left out, types with 32 or more instances in the layout --
cell type                   synthesis  routed
sky130_fd_sc_hd__o221ai_1          33      33
sky130_fd_sc_hd__o21ai_0          111     110
sky130_fd_sc_hd__inv_1            101     101
sky130_fd_sc_hd__dlxtn_1           35      35
sky130_fd_sc_hd__nand4_1           41      41
sky130_fd_sc_hd__mux2i_1          305     303
sky130_fd_sc_hd__a32o_1            33      32
sky130_fd_sc_hd__o22ai_1           84      84
sky130_fd_sc_hd__clkbuf_16          0      56
sky130_fd_sc_hd__edfxtp_1         512     512
sky130_fd_sc_hd__nand3_1          144     144
sky130_fd_sc_hd__a21o_1            33      33
sky130_fd_sc_hd__mux2_2            34      34
sky130_fd_sc_hd__a31oi_1           75      75
sky130_fd_sc_hd__nand2_1          615     615
sky130_fd_sc_hd__a21oi_1          187     187
sky130_fd_sc_hd__ha_1             171     171
sky130_fd_sc_hd__nor3_1            45      38
sky130_fd_sc_hd__nor2_1           211     199
sky130_fd_sc_hd__buf_4             21      93
sky130_fd_sc_hd__a211oi_1          36      35
-- logic make-up after synthesis --
| kind of cell | after synthesis | synth area share [%] |
|---|---|---|
| flip-flops | 540 | 45.2 |
| multiplexers | 347 | 10.2 |
| buffers and inverters | 341 | 4.62 |
| AND/OR/NAND/NOR | 1195 | 14.9 |
| AND-OR/OR-AND | 865 | 17.1 |
| latches | 35 | 1.49 |
| adder cells (fa/ha/maj) | 173 | 6.18 |
| XOR/XNOR | 14 | 0.348 |
-- sequential cells by signal (all words and copies together) (netlist names) --
name and cells:
regfile.regFile 512, ALU.res 32, ALU.carry 1, control.instr 21
ALU.eq 1, ALU.overflow 1, InstMem.readData 1, progCounter.post 6
-- routing by layer --
layer | track usage, % | routed length (um)
met5 | 0.554 | 0
met4 | 15.1 | 6390
met3 | 22.5 | 20300
met2 | 57.5 | 58400
met1 | 53.1 | 49900
-- cell type report --
cell class	instances	area share [%]
Inverter	107	1.07
Timing Repair Buffer	96	1.92
Clock inverter	36	0.907
Multi-Input combinational cell	2594	45.8
Clock buffer	66	3.79
Tap cell	931	3.07
Antenna cell	1	0.00660
Sequential cell	575	43.4
-- stage by stage --
stage / power (uW) / setup slack, ns
after detailed placement: 4600 / 2.27
final: 8330 / 2.21
after global placement: 4600 / 2.28
after global routing: 8500 / 1.95
after floorplan: 4600 / 1.24
after CTS: 8350 / 2.22
-- report_power, final --
group	internal (uW)	switching, uW
sequential	4510	0
clock	2150	1670
combinational	0	0
total	6660	1670
-- worst min-delay path by stage --
stage	start	to	slack [ns]	depth (start not counted)
global route	progCounter.post[5]$_DFF_P_	progCounter.post[5]$_DFF_P_	0.70	1
finish	progCounter.post[5]$_DFF_P_	progCounter.post[5]$_DFF_P_	0.68	1
CTS	progCounter.post[5]$_DFF_P_	progCounter.post[5]$_DFF_P_	0.67	1
Power and IR drop assume default switching activity.
